==> design.v <==
module lcd_64bit (input logic clk, reset,
            input logic [63:0] a, b,
            output logic LCD_RS, LCD_E,
            output logic [7:0] LCD_D);
logic [5-1:0] waitfor;  
logic [(1<<5)-1:0] delay;  
logic [5:0] idx;  
enum logic [2:0] { getidx, setup, enable, hold } wstate;
always_ff @(posedge clk)
   if (reset) begin
      idx <= 0;
      LCD_E <= 0;
      delay <= 0;
      wstate <= getidx;
   end else
      unique case (wstate)
         getidx: begin
                    wstate <= setup;
                    delay <= 1<<waitfor;  
                 end
         setup:  if(delay>0) delay <= delay-1;
                 else begin
                    LCD_E <= 1;
                    wstate <= enable;
                    delay <= 500/20;
                 end
         enable: if(delay>0) delay <= delay-1;
                 else begin
                    LCD_E <= 0;
                    wstate <= hold;
                    delay <= 500/20;
                 end
         hold:   if(delay>0) delay <= delay-1;
                 else begin
                    if(idx<idx_max) idx <= idx + 1;
                    else idx <= idx_loop;
                    wstate <= getidx;
                 end
      endcase
function [8:0] hex2char;
	input [3:0] h;
	hex2char = (h>9 ? 9'h137 : 9'h130) + h;	
endfunction
always_comb case (idx)   
       0: { waitfor, LCD_RS, LCD_D } <= { 5'($clog2( 150*50000 )), 9'h030 };  
       1: { waitfor, LCD_RS, LCD_D } <= { 5'($clog2( 5*50000 )), 9'h030 };  
       2: { waitfor, LCD_RS, LCD_D } <= { 5'($clog2( 120*50 )), 9'h030 };  
       3: { waitfor, LCD_RS, LCD_D } <= { 5'($clog2( 120*50 )), 9'h038 };  
       4: { waitfor, LCD_RS, LCD_D } <= { 5'($clog2( 55*50 )), 9'h008 };  
       5: { waitfor, LCD_RS, LCD_D } <= { 5'($clog2( 55*50 )), 9'h001 };  
       6: { waitfor, LCD_RS, LCD_D } <= { 5'($clog2( 3*50000 )), 9'h006 };  
       7: { waitfor, LCD_RS, LCD_D } <= { 5'($clog2( 55*50 )), 9'h00C };  
       8: { waitfor, LCD_RS, LCD_D } <= { 5'($clog2( 55*50 )), 9'h080 };  
       9: { waitfor, LCD_RS, LCD_D } <= { 5'($clog2( 55*50 )), hex2char(a[63:60]) };
      10: { waitfor, LCD_RS, LCD_D } <= { 5'($clog2( 55*50 )), hex2char(a[59:56]) };
      11: { waitfor, LCD_RS, LCD_D } <= { 5'($clog2( 55*50 )), hex2char(a[55:52]) };
      12: { waitfor, LCD_RS, LCD_D } <= { 5'($clog2( 55*50 )), hex2char(a[51:48]) };
      13: { waitfor, LCD_RS, LCD_D } <= { 5'($clog2( 55*50 )), hex2char(a[47:44]) };
      14: { waitfor, LCD_RS, LCD_D } <= { 5'($clog2( 55*50 )), hex2char(a[43:40]) };
      15: { waitfor, LCD_RS, LCD_D } <= { 5'($clog2( 55*50 )), hex2char(a[39:36]) };
      16: { waitfor, LCD_RS, LCD_D } <= { 5'($clog2( 55*50 )), hex2char(a[35:32]) };
      17: { waitfor, LCD_RS, LCD_D } <= { 5'($clog2( 55*50 )), hex2char(a[31:28]) }; 
      18: { waitfor, LCD_RS, LCD_D } <= { 5'($clog2( 55*50 )), hex2char(a[27:24]) }; 
      19: { waitfor, LCD_RS, LCD_D } <= { 5'($clog2( 55*50 )), hex2char(a[23:20]) }; 
      20: { waitfor, LCD_RS, LCD_D } <= { 5'($clog2( 55*50 )), hex2char(a[19:16]) }; 
      21: { waitfor, LCD_RS, LCD_D } <= { 5'($clog2( 55*50 )), hex2char(a[15:12]) }; 
      22: { waitfor, LCD_RS, LCD_D } <= { 5'($clog2( 55*50 )), hex2char(a[11: 8]) }; 
      23: { waitfor, LCD_RS, LCD_D } <= { 5'($clog2( 55*50 )), hex2char(a[ 7: 4]) };
      24: { waitfor, LCD_RS, LCD_D } <= { 5'($clog2( 55*50 )), hex2char(a[ 3: 0]) };
      25: { waitfor, LCD_RS, LCD_D } <= { 5'($clog2( 55*50 )), 9'h0C0 };  
      26: { waitfor, LCD_RS, LCD_D } <= { 5'($clog2( 55*50 )), hex2char(b[63:60]) };
      27: { waitfor, LCD_RS, LCD_D } <= { 5'($clog2( 55*50 )), hex2char(b[59:56]) };
      28: { waitfor, LCD_RS, LCD_D } <= { 5'($clog2( 55*50 )), hex2char(b[55:52]) };
      29: { waitfor, LCD_RS, LCD_D } <= { 5'($clog2( 55*50 )), hex2char(b[51:48]) };
      30: { waitfor, LCD_RS, LCD_D } <= { 5'($clog2( 55*50 )), hex2char(b[47:44]) };
      31: { waitfor, LCD_RS, LCD_D } <= { 5'($clog2( 55*50 )), hex2char(b[43:40]) };
      32: { waitfor, LCD_RS, LCD_D } <= { 5'($clog2( 55*50 )), hex2char(b[39:36]) };
      33: { waitfor, LCD_RS, LCD_D } <= { 5'($clog2( 55*50 )), hex2char(b[35:32]) };
      34: { waitfor, LCD_RS, LCD_D } <= { 5'($clog2( 55*50 )), hex2char(b[31:28]) };
      35: { waitfor, LCD_RS, LCD_D } <= { 5'($clog2( 55*50 )), hex2char(b[27:24]) };
      36: { waitfor, LCD_RS, LCD_D } <= { 5'($clog2( 55*50 )), hex2char(b[23:20]) };
      37: { waitfor, LCD_RS, LCD_D } <= { 5'($clog2( 55*50 )), hex2char(b[19:16]) };
      38: { waitfor, LCD_RS, LCD_D } <= { 5'($clog2( 55*50 )), hex2char(b[15:12]) };
      39: { waitfor, LCD_RS, LCD_D } <= { 5'($clog2( 55*50 )), hex2char(b[11: 8]) };
      40: { waitfor, LCD_RS, LCD_D } <= { 5'($clog2( 55*50 )), hex2char(b[ 7: 4]) };
      41: { waitfor, LCD_RS, LCD_D } <= { 5'($clog2( 55*50 )), hex2char(b[ 3: 0]) };
 default: { waitfor, LCD_RS, LCD_D } <= { 5'($clog2( 55*50 )), 9'h120 };  
endcase
parameter idx_loop=8;
parameter idx_max=41;
endmodule
==> run.sh <==
#!/bin/bash
# OpenROAD 26Q1-2900-gdf79404cd8, Yosys 0.63+post, stock flow scripts
make -C /OpenROAD-flow-scripts/flow DESIGN_CONFIG=/design/flow/config.mk WORK_HOME=/design/flow/orfs finish
==> config.mk <==
export PLATFORM = sky130hd
export DESIGN_NAME = lcd_64bit
export DESIGN_NICKNAME = lcd_64bit
export VERILOG_FILES = /design/flow/design.v
export SDC_FILE = /design/flow/constraint.sdc
export NUM_CORES = 4
export LEC_CHECK = 1
export CORE_UTILIZATION = 40
==> constraint.sdc <==
current_design lcd_64bit

set clk_period 9.9
set clk_io_pct 0.2

create_clock -name clk0 -period $clk_period [get_ports {clk}]

set non_clock_inputs [all_inputs -no_clocks]
set_input_delay [expr $clk_period * $clk_io_pct] -clock clk0 $non_clock_inputs
set_output_delay [expr $clk_period * $clk_io_pct] -clock clk0 [all_outputs]
==> impl_metrics.toml <==
# generated from flow reports
[timing]
setup-tns-final_ns = 0
final-setup-viol-count = 0
fin_crit_sh_pct = 81.9
timing_max_transition_violations_final = 0
relative_max_transition_margin_pct = 40.7
final_period_minus_worst_setup_slack_ns = 8.11
hold_viol_final = 0
grt_setup_unrepaired = "no"
fin_skew_ns = 0.00320
max_clock_freq_mhz = 123
worstMarginPinSlew_ns = 0.880

[global_route]
grt_first_pass_wirelength_um = 49800
grt_pass1_vias = 8284
grt_start_max_net_pins = 36
residual_overflow_from_global_routing = 0
track_usage_pct = 33.2
grt_antenna_before_repair = 0

[drt]
firstDrtPassIters = 5
drt_iter0_markers = 844
routed_wire_length_per_instance_um = 22.2
drt_drc_violations_left = 0
drt-vias-per-instance = 6.02
diodes = 0
antenna_left = 0
total_routed_wirelength_um = 34000
route.vias.total = 9211

[yosys]
asyncSetResetFlopFracSynth_pct = 0
synthesis.instances = 1143
synth.top_cell.area_share_pct = 11.0
yosys_warn_count = 1
synthMostInstantiatedCell = "sky130_fd_sc_hd__inv_1"
synthTopCellsByCount = "sky130_fd_sc_hd__inv_1, sky130_fd_sc_hd__nand2_1, sky130_fd_sc_hd__o21ai_0, sky130_fd_sc_hd__nor2_1, sky130_fd_sc_hd__a21oi_1"
post_synth.cell_area_avg_um2 = 7.06
ys_top_cells_by_area = "sky130_fd_sc_hd__ha_1, sky130_fd_sc_hd__dfxtp_1, sky130_fd_sc_hd__fa_1, sky130_fd_sc_hd__o21ai_0, sky130_fd_sc_hd__nor2b_1"
ys_cells = 1143
synthFlopType = "sky130_fd_sc_hd__dfxtp_1"
ys_ff = 43
enable_flop_cells = 0
ys_chip_area_um2 = 8070
synth.largest_area_cell = "sky130_fd_sc_hd__ha_1"
yosys.cell_types.count = 73
syn_area_um2 = 8070
postSynthSeqShare_pct = 10.7

[job]
max_cap_violations = 0
openroad.warnings = 30

[worst_hold_path]
hold_depth = 2
whs_endpoint = "delay[17]"
hold_path.startpoint = "delay[17]"
hold_class = "reg -> reg"

[die]
floorplan.die.width_um = 144
placementRows = 51
core_region_area_um2 = 19600
i_o_pin_count = 140
fp_util_pct = 41.2
floorplan.die.height_um = 144
design.die.area_um2 = 20800

[clock_network]
cts.htree.levels = 2
cts_buffers = 5
cts-root-buf = "sky130_fd_sc_hd__clkbuf_16"
clkSinkCount = 43
worst_skew_pair.late_latency_ns = 0.28
clock_tree_from_tritoncts = "yes"
clk_path_buf_depth = 2
cts_setup_buffers = 0
cts_repair_resize_count = 0
clk_transition_reported_paths_ns = 0.06
quantity_of_hold_fixing_buffers_added_after_cts = 0

[worst_setup_path]
r2r_slack_ns = 7.21
worstRegToRegCells = 6
worst_path_class_setup = "in -> out"
timing.critical_path.cells = "clkdlybuf4s50_1, o21ai_0, inv_1, ha_1, ha_1, nor3b_1, a211o_1, o22ai_1, a2111oi_0, nand4_1, or4_1, clkdlybuf4s50_1"
worstPathBufferInverterCount = 3
worst_r2r_endpoint = "delay[1]"
cp_max_fo = 6
critical_path.startpoint_type = "input port"
timing.critical_path.required_ns = 7.92
slowest_delay_ns = 0.79
timing.critical_path.slowest_stage_cell = "sky130_fd_sc_hd__a2111oi_0"
arrival_ns = 6.13
crit_path_start = "a[9]"
worst_path_dominant_cell_family = "AND-OR/OR-AND gates"
cp-end-kind = "output port"
rr_startpoint = "delay[23]"

[layout]
postLayoutCoreUtil_pct = 50.5
cell_area_after_layout_um2 = 9900
post_route_cells_drive_above_1_share_pct = 3.56
fillCellCount = 1956
layout-area-overhead-vs-synth_pct = 22.6

[power]
design_power_mw = 1.32
power.leakage_nw = 4.10
ir_drop_mv = 0.205
pwr_density_cell_nw_per_um2 = 134

[place]
dp.final_hpwl_um = 27800
gp_congestion = 1.06
placed_cell_area_um2 = 9740
portBuffers = 139

[status]
status = "completed"
-- worst register-to-register path: cells and delay by family (launching register included) --
family	cells	cell delay, ns
compound gates	2	0.61
flops	1	0.36
simple gates	4	1.58
-- flip-flops by register name, indices dropped and copies added, names as in the netlist --
name / count
delay: 32
idx: 6
wstate: 4
LCD_E: 1
-- cell type report --
class	count	area, um^2	area share, %
tap	265	332	3.35
inverter	96	360	3.64
clock buffer	7	143	1.44
timing repair buffer	156	1520	15.3
sequential	43	861	8.70
clock inverter	1	8.76	0.0885
multi-input combinational	962	6670	67.4
-- power by group --
group	leakage (nW)	switching [mW]	total, mW	internal, mW
sequential	0.350	0.0548	0.282	0.227
clock	0.0741	0.0657	0.167	0.101
combinational	3.68	0.501	0.873	0.372
-- stage by stage --
| stage | cells | hold slack, ns | worst slack, ns |
|---|---|---|---|
| after floorplan | 1143 | 0.446 | 3.65 |
| after global placement | 1522 | 0.465 | 1.97 |
| after detailed placement | 1522 | 0.472 | 1.96 |
| after CTS | 1530 | 0.483 | 1.93 |
| after global routing | 1530 | 0.507 | 1.69 |
| final | 1530 | 0.481 | 1.79 |
-- how the worst max path moves through the flow --
| stage | endpoint | cells past startpoint |
|---|---|---|
| CTS | LCD_D[2] | 12 |
| global route | LCD_D[2] | 12 |
| finish | LCD_D[2] | 12 |
-- routing by layer --
layer  share of wire [%]  up-vias  GRT usage (%)
li1                    -     4484              -
met1                  46     4302           49.3
met2                  43      359           49.1
met3                 7.7       66           5.50
met4                 3.6        0           10.6
met5                   0        -              0
-- cells in the final DEF (no fill, tap or decap), drive strengths merged, types with 6 or more instances in the layout --
cell type	Yosys	layout
or3	15	15
o22ai	37	37
or2	7	7
a22oi	24	24
o21ai	84	84
nor2b	63	63
nand4	20	20
a21oi	76	76
buf	20	17
nand3	47	47
dfxtp	43	43
o32ai	6	6
xor2	23	23
clkdlybuf4s50	0	139
nor3b	16	16
and3	13	13
fa	22	22
nor4	24	24
xnor2	21	21
nand2b	8	8
o221ai	6	6
clkbuf	22	7
a2111oi	7	7
a21o	28	28
a211oi	6	6
inv	95	95
nand3b	10	10
nor3	27	27
ha	71	71
a221oi	6	6
nand2	88	88
a31oi	7	7
a32oi	17	17
or4	13	13
and2	10	10
mux2i	15	15
nor2	83	83
-- kinds of logic (layout without fill, tap and decap cells) --
| group | after synthesis | count (layout) | synth area share, % |
|---|---|---|---|
| simple gates | 469 | 469 | 32.2 |
| compound gates | 340 | 340 | 27.2 |
| buf+inv | 138 | 260 | 6.74 |
| fa+ha+maj | 93 | 93 | 16.5 |
| xor+xnor | 44 | 44 | 4.77 |
| flops | 43 | 43 | 10.7 |
| mux | 16 | 16 | 2.00 |
Power is estimated from default activity; no workload was simulated.
