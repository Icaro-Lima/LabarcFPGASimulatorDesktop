[flow/run.sh]
#!/bin/bash
# OpenROAD 26Q1-2900-gdf79404cd8, Yosys 0.63+post, stock flow scripts
make -C /OpenROAD-flow-scripts/flow DESIGN_CONFIG=/design/flow/config.mk WORK_HOME=/design/flow/orfs finish
[flow/config.mk]
export PLATFORM = sky130hd
export DESIGN_NAME = lcd
export DESIGN_NICKNAME = lcd
export VERILOG_FILES = /design/flow/design.v
export SDC_FILE = /design/flow/constraint.sdc
export NUM_CORES = 4
export LEC_CHECK = 1
export CORE_UTILIZATION = 40
[flow/constraint.sdc]
current_design lcd

set clk_period 7.4
set clk_io_pct 0.2

create_clock -name clk0 -period $clk_period [get_ports {clk}]

set non_clock_inputs [all_inputs -no_clocks]
set_input_delay [expr $clk_period * $clk_io_pct] -clock clk0 $non_clock_inputs
set_output_delay [expr $clk_period * $clk_io_pct] -clock clk0 [all_outputs]
[flow/design.v]
module lcd (input logic clk, reset,
            input logic [31:0] instruct,
            input logic  [7:0] pc,d1,d2a,d2b,d2c,d2d,d2e,
            input logic f1, f2, f3, f4,
            output logic LCD_RS, LCD_E,
            output logic [7:0] LCD_D);
logic [5-1:0] waitfor;  
logic [(1<<5)-1:0] delay;  
logic [5:0] idx;  
enum logic [2:0] { getidx, setup, enable, hold } wstate;
always_ff @(posedge clk)
   if (reset) begin
      idx <= 0;
      LCD_E <= 0;
      delay <= 0;
      wstate <= getidx;
   end else
      unique case (wstate)
         getidx: begin
                    wstate <= setup;
                    delay <= 1<<waitfor;  
                 end
         setup:  if(delay>0) delay <= delay-1;
                 else begin
                    LCD_E <= 1;
                    wstate <= enable;
                    delay <= 500/20;
                 end
         enable: if(delay>0) delay <= delay-1;
                 else begin
                    LCD_E <= 0;
                    wstate <= hold;
                    delay <= 500/20;
                 end
         hold:   if(delay>0) delay <= delay-1;
                 else begin
                    if(idx<idx_max) idx <= idx + 1;
                    else idx <= idx_loop;
                    wstate <= getidx;
                 end
      endcase
function [8:0] hex2char;
	input [3:0] h;
	hex2char = (h>9 ? 9'h137 : 9'h130) + h;	
endfunction
always_comb case (idx)   
       0: { waitfor, LCD_RS, LCD_D } <= { 5'($clog2( 150*50000 )), 9'h030 };  
       1: { waitfor, LCD_RS, LCD_D } <= { 5'($clog2( 5*50000 )), 9'h030 };  
       2: { waitfor, LCD_RS, LCD_D } <= { 5'($clog2( 120*50 )), 9'h030 };  
       3: { waitfor, LCD_RS, LCD_D } <= { 5'($clog2( 120*50 )), 9'h038 };  
       4: { waitfor, LCD_RS, LCD_D } <= { 5'($clog2( 55*50 )), 9'h008 };  
       5: { waitfor, LCD_RS, LCD_D } <= { 5'($clog2( 55*50 )), 9'h001 };  
       6: { waitfor, LCD_RS, LCD_D } <= { 5'($clog2( 3*50000 )), 9'h006 };  
       7: { waitfor, LCD_RS, LCD_D } <= { 5'($clog2( 55*50 )), 9'h00C };  
       8: { waitfor, LCD_RS, LCD_D } <= { 5'($clog2( 55*50 )), 9'h080 };  
       9: { waitfor, LCD_RS, LCD_D } <= { 5'($clog2( 55*50 )), hex2char(pc[ 7: 4]) };
      10: { waitfor, LCD_RS, LCD_D } <= { 5'($clog2( 55*50 )), hex2char(pc[ 3: 0]) };
      12: { waitfor, LCD_RS, LCD_D } <= { 5'($clog2( 55*50 )), hex2char(instruct[31:28]) };
      13: { waitfor, LCD_RS, LCD_D } <= { 5'($clog2( 55*50 )), hex2char(instruct[27:24]) };
      14: { waitfor, LCD_RS, LCD_D } <= { 5'($clog2( 55*50 )), hex2char(instruct[23:20]) };
      15: { waitfor, LCD_RS, LCD_D } <= { 5'($clog2( 55*50 )), hex2char(instruct[19:16]) };
      16: { waitfor, LCD_RS, LCD_D } <= { 5'($clog2( 55*50 )), hex2char(instruct[15:12]) };
      17: { waitfor, LCD_RS, LCD_D } <= { 5'($clog2( 55*50 )), hex2char(instruct[11: 8]) }; 
      18: { waitfor, LCD_RS, LCD_D } <= { 5'($clog2( 55*50 )), hex2char(instruct[ 7: 4]) }; 
      19: { waitfor, LCD_RS, LCD_D } <= { 5'($clog2( 55*50 )), hex2char(instruct[ 3: 0]) }; 
      21: { waitfor, LCD_RS, LCD_D } <= { 5'($clog2( 55*50 )), hex2char(d1[ 7: 4]) }; 
      22: { waitfor, LCD_RS, LCD_D } <= { 5'($clog2( 55*50 )), hex2char(d1[ 3: 0]) }; 
      23: { waitfor, LCD_RS, LCD_D } <= { 5'($clog2( 55*50 )), f1 ? 9'h12A : 9'h15F };
      24: { waitfor, LCD_RS, LCD_D } <= { 5'($clog2( 55*50 )), f2 ? 9'h12A : 9'h15F };
      25: { waitfor, LCD_RS, LCD_D } <= { 5'($clog2( 55*50 )), 9'h0C0 };  
      26: { waitfor, LCD_RS, LCD_D } <= { 5'($clog2( 55*50 )), hex2char(d2a[ 7: 4]) };
      27: { waitfor, LCD_RS, LCD_D } <= { 5'($clog2( 55*50 )), hex2char(d2a[ 3: 0]) };
      29: { waitfor, LCD_RS, LCD_D } <= { 5'($clog2( 55*50 )), hex2char(d2b[ 7: 4]) };
      30: { waitfor, LCD_RS, LCD_D } <= { 5'($clog2( 55*50 )), hex2char(d2b[ 3: 0]) };
      32: { waitfor, LCD_RS, LCD_D } <= { 5'($clog2( 55*50 )), hex2char(d2c[ 7: 4]) };
      33: { waitfor, LCD_RS, LCD_D } <= { 5'($clog2( 55*50 )), hex2char(d2c[ 3: 0]) };
      35: { waitfor, LCD_RS, LCD_D } <= { 5'($clog2( 55*50 )), hex2char(d2d[ 7: 4]) };
      36: { waitfor, LCD_RS, LCD_D } <= { 5'($clog2( 55*50 )), hex2char(d2d[ 3: 0]) };
      38: { waitfor, LCD_RS, LCD_D } <= { 5'($clog2( 55*50 )), hex2char(d2e[ 7: 4]) };
      39: { waitfor, LCD_RS, LCD_D } <= { 5'($clog2( 55*50 )), hex2char(d2e[ 3: 0]) };
      40: { waitfor, LCD_RS, LCD_D } <= { 5'($clog2( 55*50 )), f3 ? 9'h12A : 9'h15F };
      41: { waitfor, LCD_RS, LCD_D } <= { 5'($clog2( 55*50 )), f4 ? 9'h12A : 9'h15F };
 default: { waitfor, LCD_RS, LCD_D } <= { 5'($clog2( 55*50 )), 9'h120 };  
endcase
parameter idx_loop=8;
parameter idx_max=41;
endmodule
==> out/metrics.cfg <==
[pwr]
powerDensity_nw_per_um2 = 217
ir_drop_mv = 0.294
p_leak_nw = 3.21

[logic_synthesis]
synth_warnings = 1
synth_top_cell_by_area = ha_1
ys_cells = 907
most_common_cell = nand2_1
synthTopCellsByCount = nand2_1, ha_1, nor2_1
synth-edff-count = 0
synth_area_sq_um = 6650
yosysTopAreaCellShare_pct = 13.4
topCellsByArea = ha_1, dfxtp_1, nand2_1, fa_1, a21oi_1
syn_avg_cell_area_sq_um = 7.33
ys_chip_area_sq_um = 6650
async_flop_share_pct = 0
ff_type = dfxtp_1
ys_seq_share_pct = 12.9
synthDistinctLibCells = 71
synth_flops = 43
synthCells = 907

[sta]
drv_slew = 0
worst_pin_slew_ns = 0.835
rsz0062_at_grt = no
fmax_mhz = 161
tns_ns = 0
min_period_ns = 6.22
hold_viol = 0
period_used_pct = 84.0
slew_headroom_pct = 43.6
finClkSkew_ns = 0.00739
finalSetupViolCount = 0
fin_ws_ns = 1.18

[setup_path]
cp.arrival_ns = 4.74
r2r_start = delay[0]$_SDFFE_PP0P_
worstPathMaxFanout = 5
crit_type = input pin to output pin
critical_path_required_ns = 5.92
startpoint_type = input pin
critPathCaptureType = output pin
crit_start = instruct[17]
reg2reg_slack_ns = 4.31

[routing]
viasPerCell = 6.05
first_pass_iters = 6
dr_wl_met3_microns = 1850
drtIter0Drc = 695
wirelength_microns = 24000
antenna_cells = 0
wl_per_cell_microns = 20.0
antenna_left = 0
drcViolationCount = 0
wl_met1_microns = 11300
dr.max_layer_used = met4
wl_met2_microns = 10400
dr_total_vias = 7278

[final_layout]
fin_cells = 1202
logic_area_sq_um = 5540
drive_above_1_share_pct = 3.85
final-seq-area_sq_um = 861
fillCellCount = 1558
area_growth_pct = 20.7
postLayoutCellArea_sq_um = 8030

[placement]
routabilityCongestion = 1.07
dpl_cell_area_sq_um = 7860
io_buffers = 103
dp_hpwl_microns = 19600
dp.cells = 1194
dp_slack_ns = 1.20

[grt]
antenna_found_initial = 0
grt_pass1_wl_microns = 37000
grt.overflow.total = 0
grt_pass1_vias = 6611
grt_max_degree = 26
grt.total_usage_pct = 29.1

[floorplan]
io_pins = 104
die_x_microns = 131
die_h_microns = 131
die_area_sq_um = 17200
core_area_sq_um = 16100
rows = 46
fp_util_pct = 41.4

[clock_network]
cts_hold_buf = 0
cts_num_sinks = 43
htree_levels = 2
cts-resized-gates = 0
cts_tree = yes
numCtsBuffers = 5
postCtsSetupRepairBufs = 0
ctsLongestPathBuffers = 2
clock_latency_ns = 0.28
cts-root-buf = clkbuf_16
clk_pin_slew_worst_paths_ns = 0.06

[hold_path]
hold_class = flop to flop
hold_path_startpoint = delay[22]$_SDFFE_PP0P_

[run_status]
status = finished, final reports clean

[flow_run]
warning_count = 50
maxCapViolations = 0

[flip-flops by register name, indices dropped and copies added, names as in the netlist]
register	count
idx	6
LCD_E	1
wstate	4
delay	32
[worst paths after layout]
path / end / cells past startpoint
worst max-delay path: LCD_D[2] / 12
worst min register to register: delay[22]$_SDFFE_PP0P_ / 2
worst min-delay path: delay[22]$_SDFFE_PP0P_ / 2
worst max register to register: delay[25]$_SDFFE_PP0P_ / 8
[per-layer routing]
layer  GRT usage [%]  up-vias
li1                -     3573
met1            44.1     3378
met2            44.4      293
met3            4.06       34
met4            5.75        0
met5               0        -
[critical path: stages]
cell             delay, ns
clkdlybuf4s50_1       0.51
o21ai_0               0.32
inv_1                 0.19
ha_1                  0.23
fa_1                  0.40
xnor2_1               0.19
xnor2_1               0.15
o22ai_1               0.17
a21oi_1               0.15
nand4_1               0.09
or4_1                 0.43
clkdlybuf4s50_1       0.42
[layout by cell type, fill, tap and decap left out, drive strengths merged, types with 4 or more instances in the layout]
| cell | Yosys | layout |
|---|---|---|
| or3 | 7 | 7 |
| o32ai | 4 | 4 |
| nor4 | 20 | 20 |
| nor3b | 4 | 4 |
| o22ai | 8 | 8 |
| inv | 26 | 26 |
| a211oi | 4 | 4 |
| and2 | 4 | 4 |
| a22oi | 36 | 36 |
| xnor2 | 21 | 21 |
| ha | 71 | 71 |
| o21ai | 55 | 55 |
| a21o | 21 | 21 |
| clkbuf | 38 | 6 |
| nand3b | 12 | 12 |
| and3 | 16 | 16 |
| fa | 17 | 17 |
| clkdlybuf4s50 | 0 | 103 |
| xor2 | 18 | 18 |
| nor3 | 43 | 43 |
| nand4 | 20 | 20 |
| a32oi | 4 | 4 |
| nand2 | 93 | 93 |
| a31oi | 8 | 8 |
| buf | 2 | 8 |
| nand2b | 12 | 12 |
| or2 | 5 | 5 |
| o21a | 18 | 18 |
| a21oi | 55 | 55 |
| nand3 | 39 | 39 |
| o211ai | 9 | 9 |
| mux2i | 8 | 8 |
| or4b | 6 | 6 |
| dfxtp | 43 | 43 |
| nand4b | 10 | 10 |
| nor2 | 66 | 66 |
| or4 | 12 | 12 |
| nor2b | 28 | 28 |
[cell type report]
class	count	share of cell area [%]
clock buffer	6	1.73
multi-input combinational	798	68.9
tap	216	3.37
sequential	43	10.7
timing repair buffer	111	13.6
clock inverter	2	0.436
inverter	26	1.22
[stage by stage]
stage	power [mW]	hold WS [ns]	utilization, %
2_1_floorplan	1.19	0.443	-
3_3_place_gp	1.48	0.465	48.9
6_report	1.74	0.466	50.0
4_1_cts	1.74	0.472	50.0
5_1_grt	1.89	0.507	50.0
3_5_place_dp	1.47	0.464	48.9
[where the power goes]
group	leakage (nW)	switching [mW]	internal, mW
clock network	0.0868	0.0888	0.168
registers	0.350	0.0882	0.307
logic	2.77	0.646	0.442
total	3.21	0.823	0.916
[cell families after synthesis]
family	count (synthesis)	synth area share (%)
simple gates	405	32.5
fa+ha+maj	88	18.5
flops	43	12.9
xor+xnor	39	5.13
mux	9	1.37
buf+inv	66	3.86
compound gates	257	25.7
Power figures rest on the tool's default switching activity, not on a simulated workload.
